`run.sh`:
```
#!/bin/bash
# OpenROAD 26Q1-2900-gdf79404cd8, Yosys 0.63+post, stock flow scripts
make -C /OpenROAD-flow-scripts/flow DESIGN_CONFIG=/design/flow/config.mk WORK_HOME=/design/flow/orfs finish
```
`config.mk`:
```
export PLATFORM = sky130hd
export DESIGN_NAME = ReLU_layer
export DESIGN_NICKNAME = ReLU_layer
export VERILOG_FILES = /design/flow/design.v
export SDC_FILE = /design/flow/constraint.sdc
export NUM_CORES = 4
export LEC_CHECK = 1
export CORE_AREA = 10 10 70 70
export DIE_AREA = 0 0 80 80
```
`constraint.sdc`:
```
current_design ReLU_layer

set clk_period 1.0
set clk_io_pct 0.2

create_clock -name clk0 -period $clk_period

set non_clock_inputs [all_inputs -no_clocks]
set_input_delay [expr $clk_period * $clk_io_pct] -clock clk0 $non_clock_inputs
set_output_delay [expr $clk_period * $clk_io_pct] -clock clk0 [all_outputs]
```
`design.v`:
```
module ReLU_layer #(
	parameter WIDTH=16,
	parameter COUNT = 4
) (
    input apply_relu,
    input [COUNT*WIDTH - 1 : 0] in,
    output reg [COUNT*WIDTH - 1:0] out
);
genvar i;
generate
    for(i = 0; i < COUNT; i=i+1) begin
        always @(*) begin
            if(~apply_relu) begin
                out[WIDTH*(i+1) - 1 : WIDTH*i] <= in[WIDTH*(i+1) - 1 : WIDTH*i];
            end else begin
                if(~in[WIDTH*(i+1) - 1]) begin
                    out[WIDTH*(i+1) - 1 : WIDTH*i] <= in[WIDTH*(i+1) - 1 : WIDTH*i];
                end else begin
                    out[WIDTH*(i+1) - 1 : WIDTH*i]<= 16'b0;
                end
            end
        end
    end
endgenerate
endmodule
```
==> changes_impl.md <==
## Flow update

- Int Power: roughly 460 uW
- Yosys stat area: ~620 um^2
- RSZ-0062 raised after global routing: true
- Grt ovf: 0
- Crit path from: apply_relu
- Minimum clock period: 1005 ps
- Fp util: 18.21%
- Max-area cell share: 59.15%
- Kind of critical path: input pin to output port
- Die Height: approximately 80 um
- IO Pins: around 130
- # Cells Yosys: 75
- DR WL/cell: 16.65 um
- Final hold slack: ~700 ps
- Hold Path Origin: in[31]
- Status: complete, but fails checks
- Highest Signal Layer: met4
- DR pass1 iterations: 2
- Remaining DRCs: 0
- Row cnt: 21
- P per Cell Area: approximately 360 nW/um^2
- CP required: 800 ps
- Setup violators final: 2
- Tightest Pin Transition: ~170 ps
- Vias in the first global route: 1,185
- FMAX: 0.9955 GHz
- Max-Slew Margin vs Limit: 88.48%
- Area of placed instances: roughly 2000 um^2
- Synth Cell Area: about 620 um^2
- Share of post-route cells with drive strength above 1: around two thirds
- Tot GR Track Use: 11.87%
- Tool warnings: 34
- Seq_cells: 0
- Sequential power share: 0%
- Distinct lib cells used: 5
- Final-layout fill cell count: roughly 340
- Post-DRT Antenna Nets: 0
- Antenna violations before repair: 0
- Crit end category: output port
- Switching power: roughly 230 uW
- Antenna diodes: 0
- Comb gate area: approximately 680 um^2
- Vias per cell: roughly 4.4
- Top cells by count, synth: 49 x a21boi_1, 11 x a21boi_2, 8 x buf_6
- WL met1: 1714 um
- CP Launch Type: input pin
- Slew Viols, Final: 0
- Post-synth seq share: 0%
- Worst Hold Class: input pin to output port
- Largest net degree at the start of global routing: 17
- Comb power frac: ~100%
- Avg Inst Size Synth: roughly 8.3 um^2
- RePlAce Congestion: approximately 0.85
- CP Data Arrival Time: roughly 800 ps
- Met3 WL: about 740 um
- Die X: ~80 um
- Flip-flop and latch area: 0 um^2
- Die ar.: 6400 um^2
- Final Hold Viols: 0
- Final wirelength: 4280 um
- Dpl hpwl: about 3500 um
- Max Cap Viol: 0
- Cell area leaders: a21boi_1 59%, a21boi_2 20%, buf_6 14%
- Synth Instances: 75
- Via count: 1,122
- Yosys warning total: 1
- Area leader, netlist: a21boi_1
- Drt first-iter violations: 24
- Switching share of power: roughly 33%
- Fin crit share: 100.5%
- P_leak: 0.9868 nW
- Core ar.: 3416 um^2
- First-pass GRT wire length: a little over 6000 um
- Area Growth Syn to Fin: 207.6%
- Worst VDD drop: roughly 0.00016 V
- Clk network pwr share: 0%
- Violated checks: setup timing
- Setup ws final: -4.517 ps
- Count leader, synth: a21boi_1
- Post-route cell area: approximately 1900 um^2
- PortBufs: about 130
- Crit-path max FO: 8
- Met2 Wirelength: between 1500 and 2000 um
- Clock buffers: 0
==> path summary, 6_finish.rpt <==
| kind | slack (ps) | endpoint | cells after the start |
|---|---|---|---|
| worst max-delay path | -5 | out[24] | 5 |
| worst min-delay path | 710 | out[29] | 3 |
==> layout by cell type, fill, tap and decap left out <==
cell and instances:
a21boi_1 5, a21boi_2 55, buf_12 5, buf_16 2, buf_2 65, buf_4 5
buf_6 6, buf_8 1, clkbuf_16 1, clkdlybuf4s15_1 1, dlygate4sd2_1 60, dlymetal6s2s_1 1
nor2b_1 4
==> worst max-delay path, cell delays in order <==
cell and delay [ps]:
buf_12 120, buf_12 130, buf_12 140, a21boi_2 110
buf_2 110
==> stage by stage <==
step / util [%] / total power, mW / setup TNS, ps / worst slack (ps) / cells
2_1_floorplan: - / 0.1816 / 0 / 242.4 / 75
3_3_place_gp: 58.21 / 0.8049 / -40370 / -714.5 / 251
3_5_place_dp: 58.21 / 0.8075 / -41080 / -737.6 / 251
4_1_cts: 55.27 / 0.6971 / -122.6 / -84.34 / 257
5_1_grt: 56.01 / 0.7624 / -350.0 / -36.56 / 257
6_report: 56.01 / 0.6919 / -5.632 / -4.517 / 257
==> power by group through the flow <==
stage / clock network, mW / registers, mW / logic, mW
4_1_cts: 0 / 0 / 0.697
5_1_grt: 0 / 0 / 0.762
6_report: 0 / 0 / 0.692
==> kinds of logic after synthesis <==
family / Yosys count / synth area share, %
simple gates: 4 / 4.024
compound gates: 60 / 79.07
buf+inv: 11 / 16.90
==> what timing repair did <==
| action | CTS | global route |
|---|---|---|
| setup buffers | 2 | 0 |
| hold buffers | 0 | 0 |
| endpoints found under the setup margin | 64 | 30 |
| gates cloned | 4 | 1 |
| pin swaps | 2 | 2 |
| gates resized | 328 | 7 |
==> final cells by class <==
cell class | instances | share of cell area, %
Timing Repair Buffer | 147 | 61.35
Multi-Input combinational cell | 64 | 35.64
Tap cell | 46 | 3.009
==> metal layers <==
layer	vias up	global-route usage, %
met5	-	0
met4	0	0.7042
met3	2	8.295
met2	89	18.78
met1	478	13.38
li1	553	-
No activity file was given, so power comes from the tool's default toggle rates.
