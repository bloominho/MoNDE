$ cat config.mk
export PLATFORM = sky130hd
export DESIGN_NAME = fifo_buffer
export DESIGN_NICKNAME = fifo_buffer
export VERILOG_FILES = /design/flow/design.v
export SDC_FILE = /design/flow/constraint.sdc
export NUM_CORES = 4
export LEC_CHECK = 1
export CORE_AREA = 10 10 94 94
export DIE_AREA = 0 0 104 104
$ cat constraint.sdc
current_design fifo_buffer

set clk_period 1.0
set clk_io_pct 0.2

create_clock -name clk0 -period $clk_period [get_ports {clk}]

set non_clock_inputs [all_inputs -no_clocks]
set_input_delay [expr $clk_period * $clk_io_pct] -clock clk0 $non_clock_inputs
set_output_delay [expr $clk_period * $clk_io_pct] -clock clk0 [all_outputs]
$ cat design.v
module fifo_buffer #(
	parameter SIZE = 4,
	parameter WIDTH = 8
) (
	input clk,
	input reset,
	input [WIDTH-1:0] in, 		 
	output [WIDTH-1:0] out		 
);
reg [WIDTH-1:0] buffer [SIZE-1:0];
integer i;
always @(posedge clk or posedge reset) begin
	if(reset) begin
		for(i=0; i<SIZE; i=i+1) begin
			buffer[i] <= 0;
		end
	end else begin
		buffer[0] <= in;
		for(i=0; i<SIZE-1; i=i+1) begin
			buffer[i+1] <= buffer[i];
		end
	end
end
assign out = buffer[SIZE-1];
endmodule
$ cat run.sh
#!/bin/bash
# OpenROAD 26Q1-2900-gdf79404cd8, Yosys 0.63+post, stock flow scripts
make -C /OpenROAD-flow-scripts/flow DESIGN_CONFIG=/design/flow/config.mk WORK_HOME=/design/flow/orfs finish
==> impl_metrics.py <==
# Physical implementation metrics
metrics = {
    "run_status": {
        "outcome": "finished clean",
    },
    "placed_design": {
        "dp.cells": 147,
        "post_dp_cell_area_um2": 1110,
        "place.gp.congestion": 0.630,
        "io_buffer_count": 17,
    },
    "critical_path": {
        "timing.critical_path.max_delay_family": "flip-flops",
        "worst_setup_path_end_kind": "output pin",
        "critical_path_required_ns": 0.80,
        "critPathArrivalTime_ns": 0.74,
        "timing.rr.start": "buffer[2][1]$_DFF_PP0_",
        "timing.critical_path.slowest_stage_cell": "dfrtp_1",
        "crit-reg2reg-capture": "buffer[3][1]$_DFF_PP0_",
        "critical_path_buf_inv_count": 1,
        "endpoint": "out[4]",
        "number_of_logic_stages_on_the_critical_path_including_buffering": 1,
        "r2r_depth": 0,
        "path_class": "reg -> out",
        "cp_launch_type": "flop",
        "critical_path.max_stage_delay_ns": 0.37,
        "regToRegSetupSlack_ns": 0.52,
        "crit_fanout": 1,
        "cp-startpoint": "buffer[3][4]$_DFF_PP0_",
        "crit_path_cells": "buf_2",
    },
    "synthesis": {
        "yosysWarnings": 2,
        "post_synth_most_frequent_cells": "dfrtp_1, inv_1",
        "synth-async-reset-ratio": 1.00,
        "ys_top_cells_by_area": "dfrtp_1, inv_1",
        "yosys_cells": 33,
        "count_of_distinct_cell_types_in_the_synthesized_netlist": 2,
        "synth-seq-cells": 32,
        "yosysSeqAreaShare": 0.995,
        "most_frequently_used_cell_type_in_the_post_synthesis_netlist": "dfrtp_1",
        "syn-instance-count": 33,
        "synth-main-ff-cell": "dfrtp_1",
        "synth_largest_type_area_fraction": 0.995,
        "syn-cell-area_um2": 805,
        "edf_count": 0,
        "yosys-stat-area_um2": 805,
        "postSynthAreaPerCell_um2": 24.4,
        "library_cell_with_the_largest_summed_area_after_synthesis": "dfrtp_1",
    },
    "final_timing": {
        "finalSetupTns_ns": 0,
        "setup-violations-final": 0,
        "rsz0062_at_grt": "no",
        "timing.clock.skew_ns": 0.00321,
        "fin_crit_sh": 0.944,
        "relSlewSlack": 0.890,
        "tmin_final_ns": 0.944,
        "fin_hold_ws_ns": 0.284,
        "max_slew_violation_count": 0,
        "timing_worst_slew_pin_value_ns": 0.165,
        "final-hold-violation-count": 0,
        "max_freq_mhz": 1060,
    },
    "floorplanning": {
        "initial_utilization": 0.118,
        "num_rows": 30,
        "die_area_um2": 10800,
        "die-height_um": 104,
        "core_um2": 6830,
        "die_w_um": 104,
        "io_pins": 18,
    },
    "routing": {
        "route.antenna.diode_count": 0,
        "post-route-drc-count": 0,
        "post_drt_via_cell_ratio": 1.97,
        "antenna_violating_nets_post_route": 0,
        "overall_via_count_from_detail_route": 304,
        "routed_wire_length_per_instance_um": 7.56,
        "detail_route.first_pass.iterations": 2,
        "drt_first_iter_violations": 14,
        "detail_route.wirelength_um": 1160,
    },
    "final_layout": {
        "max_flop_register": "buffer",
        "layout.area.seq_um2": 801,
        "largest_registers": "buffer (32)",
        "stdcell_count": 154,
        "logic_gate_count": 0,
        "largest_reg_flops": 32,
        "proportion_of_layout_cells_with_a_drive_suffix_above_1": 0.276,
        "post_layout_instance_area_um2": 1170,
        "layout-area-overhead-vs-synth_pct": 45.6,
        "logic_area_um2": 0,
        "nFillCells": 760,
    },
    "global_route": {
        "antenna_violations_before_repair": 0,
        "grt_util_all_layers": 0.0224,
        "grt_overflow_total": 0,
        "grt_first_pass_wirelength_um": 1900,
        "first_global_vias": 356,
        "maximum_number_of_pins_on_one_net_before_global_route_repair": 33,
    },
    "power_and_ir_drop": {
        "p_per_area_nw_per_um2": 2090,
        "p_leak_nw": 0.505,
        "power_mw": 2.44,
        "ir_drop_v": 0.000478,
    },
    "flow_run": {
        "cap_viol_max_count": 0,
        "warning_count": 25,
    },
    "clock_tree": {
        "htree_levels": 2,
        "hold_buffers_post_cts": 0,
        "clk_path_buf_depth": 2,
        "cts.clk_slew.worst_paths_ns": 0.06,
        "root_buffer": "clkbuf_8",
        "cts_tree": "built",
        "worstSkewPairLatency_ns": 0.26,
        "cts_buffers": 5,
        "clock_sink_count": 32,
    },
    "min_path": {
        "worstHoldPathType": "in -> async",
    },
}
## timing repair
item,4_1_cts,5_1_grt
gates resized,24,0
setup buffers,0,0
setup endpoints to repair,8,0
## per-stage QoR
step | setup WS (ns) | utilization
after global routing | 0.0125 | 0.171
final | 0.0562 | 0.171
after detailed placement | -0.000000278 | 0.163
after CTS | 0.0381 | 0.171
after floorplan | 0.109 | -
after global placement | 0.0130 | 0.163
## kinds of logic after synthesis
group,synth area share
flip-flops,0.995
buffers and inverters,0.00466
## placed cells by master (no fill, tap or decap), drive strengths merged
master and n:
dfrtp 32, clkbuf 7, clkdlybuf4s50 9, buf 9, inv 1
## report_power, final
group	leakage (nW)	total [mW]	switching, mW	internal (mW)
sequential	0.373	1.38	0.0148	1.36
combinational	0.0814	0.0833	0.0342	0.0492
clock	0.0503	0.984	0.374	0.611
total	0.505	2.44	0.423	2.02
## final cells by class
| cell class | instances | area share |
|---|---|---|
| flip-flops and latches | 32 | 0.684 |
| well taps | 96 | 0.103 |
| inverters | 1 | 0.00321 |
| repair buffers | 18 | 0.128 |
| clock buffers | 7 | 0.0823 |
## worst min-delay path by stage
stage | start | to | cells after the start
4_1_cts | reset | buffer[3][1]$_DFF_PP0_ | 3
5_1_grt | reset | buffer[1][5]$_DFF_PP0_ | 3
6_report | reset | buffer[3][5]$_DFF_PP0_ | 3
## routing by layer
| layer | global-route usage | wire length, µm | vias up |
|---|---|---|---|
| met3 | 0.0244 | 228 | 0 |
| met5 | 0 | 0 | - |
| met1 | 0.0369 | 670 | 138 |
| met2 | 0.0153 | 265 | 20 |
| met4 | 0.00298 | 0 | 0 |
| li1 | - | - | 146 |
No activity file was given, so power comes from the tool's default toggle rates.
